`./run.sh`:
```
#!/bin/bash
# OpenROAD 26Q1-2900-gdf79404cd8, Yosys 0.63+post, stock flow scripts
make -C /OpenROAD-flow-scripts/flow DESIGN_CONFIG=/design/flow/config.mk WORK_HOME=/design/flow/orfs finish
```
`./config.mk`:
```
export PLATFORM = sky130hd
export DESIGN_NAME = trafficlight
export DESIGN_NICKNAME = trafficlight
export VERILOG_FILES = /design/flow/design.v
export SDC_FILE = /design/flow/constraint.sdc
export NUM_CORES = 4
export LEC_CHECK = 1
export CORE_AREA = 10 10 96 96
export DIE_AREA = 0 0 106 106
```
`./constraint.sdc`:
```
current_design trafficlight

set clk_period 2.3
set clk_io_pct 0.2

create_clock -name clk0 -period $clk_period [get_ports {clk}]

set non_clock_inputs [all_inputs -no_clocks]
set_input_delay [expr $clk_period * $clk_io_pct] -clock clk0 $non_clock_inputs
set_output_delay [expr $clk_period * $clk_io_pct] -clock clk0 [all_outputs]
```
`./design.v`:
```
module trafficlight(clk,rst,pdst,light);
    input rst,clk,pdst;
    output reg [2:0] light;
    parameter RED=2'b00;
    parameter YELLOW=2'b01;
    parameter GREEN=2'b10;
    parameter BLINK=2'b11;
    parameter RED_TIME=3'd7;
    parameter YELLOW_TIME=3'd3;
    parameter GREEN_TIME=3'd6;
    parameter BLINK_TIME=3'd2;
    parameter MIN_GREEN=3'd3;
    reg [1:0] PS,NS;   
    reg [3:0] timer;
    reg [3:0] red_time;
    reg pdst_latched;
    reg [2:0] count;
    reg clk_en;
    always @(posedge clk or posedge rst)   
        begin
           if (rst) begin
              count<=3'd0;
              clk_en<=0;
           end
           else if (count==3'd5)
             begin
                count<=3'd0;
                clk_en<=1'b1;
             end
           else begin
              count<=count+3'd1;
              clk_en<=1'b0;
           end
        end
    always @(posedge clk or posedge rst)  
        begin
           if (rst) begin
              PS<=RED;
           end
          else if (clk_en)
            PS<=NS;
        end
    always @(posedge clk or posedge rst)   
     begin
        if (rst)
          timer<=4'd0;
        else if (clk_en)
           if (PS==NS)
            begin
             timer<=timer+4'd1;
            end
           else
             timer<=4'd0;
     end
    always @(posedge clk or posedge rst)   
        begin
            if (rst) 
                pdst_latched<=0;
            else if (pdst)
               pdst_latched<=1'b1;
            else if (clk_en&& PS==RED)
                pdst_latched<=0;
            else if (clk_en && PS==YELLOW && NS==RED)
               pdst_latched<=1'b0;
            end
    always @(posedge clk or posedge rst)   
       begin
           if (rst)
              red_time<=RED_TIME;
           else if (clk_en && PS==YELLOW && NS==RED)
              red_time<=pdst_latched ? RED_TIME+3'D3 : RED_TIME;
       end
    always @(*)   
         begin
            NS=PS;
            case(PS)
               RED :
                 begin
                    if (timer==red_time-1)
                        NS=GREEN;
                    else
                      NS=RED;
                 end
               GREEN:
                  begin
                     if (pdst_latched && timer>=MIN_GREEN-1)
                        NS=BLINK;
                    else if(timer==GREEN_TIME-1) 
                        NS=BLINK;
                    else 
                      NS=GREEN;
                  end
               YELLOW:
                   begin
                    if (timer==YELLOW_TIME-1)
                       NS=RED;
                    else
                       NS=YELLOW;
                   end
               BLINK:
                   begin
                    if(timer==BLINK_TIME-1)
                       NS=YELLOW;
                    else
                       NS=BLINK;
                   end
                default: NS=RED;
            endcase
        end    
    always @(*)   
         begin
            case(PS)
                RED: light=3'b100;
                YELLOW:light=3'b010;
                GREEN:light=3'b001;
                BLINK:light=timer[0]?3'b001:3'b000;
                default:light=3'b100;
            endcase
         end
endmodule
```
==> results.tsv <==
stage	metric	value	unit
synthesis	Yosys Chip Area	785	µm²
synthesis	Synth top cell by count	dfrtp_1	
timing	Hold Vio Cnt, Final	0	
power_and_ir_drop	Lkg Pwr	0.416	nW
worst_setup_path	crit path DRT	2410	ps
routing	initial drt markers	14	
synthesis	commonest cells in the netlist	dfrtp_1 (12), inv_1 (8), nand2_1 (6)	
timing	Worst Tran Pin Value	524	ps
routing	Via density	3.23	
place	dpl ws	299	ps
cts	Clk pin slew, worst setup/hold paths	60	ps
layout	area delta synth->final	27.8	%
routing	Residual DRC	0	
timing	Rel. slew slack	65.0	%
cts	Latency at later pin	250	ps
synthesis	dominant register cell	dfrtp_1	
synthesis	Cell Type Count	36	
timing	Tmin final	2030	ps
synthesis	# Cells Yosys	78	
power_and_ir_drop	peak supply drop	210	µV
die	number of I/O pins	6	
synthesis	Yosys reg bits	14	
layout	post-route cell area	1000	µm²
cts	TritonCTS clock tree	done	
synthesis	area leader, netlist	dfrtp_1	
grt	first-pass GRT wire length	2.75	mm
die	floorplan utilization	10.9	%
power_and_ir_drop	power per cell area	493	nW/µm²
power_and_ir_drop	sequential share of power	50.0	%
die	die height	106	µm
synthesis	Async SR Flop Fraction	100	%
power_and_ir_drop	Sw Pwr	0.0917	mW
power_and_ir_drop	Clock power frac	48.1	%
timing	Final Max Slew Viols	0	
grt	GR Util All Layers	2.84	%
power_and_ir_drop	Tot Pwr	0.494	mW
layout	share of cells above drive strength 1	14.0	%
run_status	outcome	complete, no violations	
timing	WHS	472	ps
worst_hold_path	HP Class	flop to flop	
timing	fmax	492	MHz
grt	initial antenna violation count	0	
timing	setup violators final	0	
routing	drt total wl	1.54	mm
cts	Post-CTS Hold Fix Bufs	0	
timing	RSZ-0062 raised after global routing	false	
place	DP Area	947	µm²
flow_run	tool warnings	28	
synthesis	synthesized area per cell	10.1	µm²
die	FP Rows	31	
worst_setup_path	Data arrival, critical path	2140	ps
flow_run	Max-Cap Viols	0	
die	chip area	11200	µm²
cts	htree depth	1	
layout	Final Util	13.9	%
cts	clk sinks	14	
routing	antenna diode count	0	
die	chip width	106	µm
power_and_ir_drop	Power Internal	0.402	mW
place	Post-DP HPWL	1.17	mm
synthesis	Synth Seq Share	45.0	%
synthesis	Post-synth EDFFs	0	
grt	final global-route overflow total	0	
synthesis	Top-area cell share	38.3	%
worst_setup_path	Crit. End Element	flop	
worst_setup_path	CP Launch Type	flop	
worst_setup_path	Worst Path Max Fanout	4	
worst_setup_path	CP peak stage delay	570	ps
worst_setup_path	CP max-delay cell	dfstp_2	
cts	PostCTS Resize Cnt	0	
timing	Final Cycle Share	88.4	%
power_and_ir_drop	logic gate share of total power	1.9	%
routing	drt wl/cell	8.35	µm
timing	Setup WS post-layout	268	ps
cts	Post-CTS Setup Bufs	0	
synthesis	cells after synthesis	78	
cts	clock root buffer	clkbuf_8	
place	Routability Congestion	0.916	
routing	Vias	598	
place	number of I/O port buffers	5	
grt	largest net degree at the start of global routing	15	
power_and_ir_drop	Sw Ratio	18.6	%
grt	vias in the first global route	603	
timing	Setup Skew	5.59	ps
worst_setup_path	kind of critical path	flop to flop	
synthesis	Largest cells by area	dfrtp_1 (38%), ha_1 (8.0%), dfstp_2 (6.7%)	
worst_setup_path	crit path cell chain	inv_1 > ha_1 > xor2_1 > nand4_1 > a211oi_1 > or3_4 > o22ai_1	
synthesis	Ys Warns	1	
place	placed insts	181	
die	area of the core	7210	µm²
cts	clock buffer count from CTS	3	
synthesis	Mapped Area	785	µm²
cts	worst-case clock buffer depth	2	
routing	remaining antenna violation count	0	
layout	fin cells	185	
timing	Setup TNS	0	ps
routing	router iterations before antenna repair	4	
==> cell usage in the layout (no fill, tap or decap), types with 2 or more instances in the layout <==
cell and n:
dfrtp_1 12, inv_1 8, nand2_1 6, nor2_1 5, ha_1 5, clkdlybuf4s50_1 5
clkbuf_8 4, nor2b_1 3, xor2_1 3, a21oi_1 2, nand4_1 2, nand2b_1 2
o21ai_0 2, nand3_1 2, o22ai_1 2, dfstp_2 2
==> final timing paths <==
kind / start / end / slack [ps] / depth (start not counted)
max: flop / timer[1] / 270 / 7
min in group asynchronous: rst / PS[0] / 550 / 2
min: count[2] / count[1] / 470 / 1
max in group asynchronous: rst / asynchronous set/reset pin / 1390 / 2
min reg2reg: count[2] / count[1] / 470 / 1
max reg2reg: flop / timer[1] / 270 / 7
==> worst max-delay path: cells and delay by family, from the launching register on <==
kind | cells | cell delay [ps]
xor gates and xnor gates | 1 | 150
and+or+nand+nor | 2 | 310
adders and majority gates | 1 | 310
DFF | 1 | 570
buffers and inverters | 1 | 90
AOI/OAI and AO/OA | 2 | 470
==> cell families after synthesis <==
kind of cell | count (synthesis) | share of synthesized area (%)
AOI/OAI and AO/OA | 18 | 17.2
xor gates and xnor gates | 4 | 4.47
adders and majority gates | 5 | 7.97
buffers and inverters | 10 | 5.74
DFF | 14 | 45.0
muxes | 2 | 2.71
and+or+nand+nor | 25 | 16.9
==> final cells by class <==
type                       instances  area [µm²]
tap                               99         124
timing repair buffer               5        50.0
inverter                           9        33.8
sequential                        14         353
multi-input combinational         54         387
fill                             823        6210
clock buffer                       4        55.1
==> metal layers <==
layer / vias to the layer above / GRT usage, % / wire [µm]
met2: 11 / 4.73 / 733
met4: 0 / 0.387 / 15
met1: 297 / 3.49 / 698
li1: 288 / - / -
met3: 2 / 1.10 / 96
met5: - / 0 / 0
==> power groups by stage <==
| stage | clock [mW] | sequential (mW) | combinational (mW) |
|---|---|---|---|
| 4_1_cts | 0.244 | 0.247 | 0.00986 |
| 5_1_grt | 0.259 | 0.247 | 0.0104 |
| 6_report | 0.238 | 0.247 | 0.00916 |
Power figures rest on the tool's default switching activity, not on a simulated workload.
